==> design/flow/design.v <==
module debounce(
  input            i_clk,
  input            i_rst_n,
  input            i_key,                
  output reg       o_key_val             
);  
reg key_samp1, key_samp1_locked;
always @ (posedge i_clk, negedge i_rst_n)
  if(!i_rst_n) 
    key_samp1 <= 1'h1;
  else         
    key_samp1 <= i_key;
always @ (posedge i_clk, negedge i_rst_n)
  if(!i_rst_n) 
    key_samp1_locked <= 1'h1;
  else         
    key_samp1_locked <= key_samp1;
wire key_changed1;
assign key_changed1 = key_samp1_locked & (~key_samp1); 
reg [19:0] cnt;
always @ (posedge i_clk, negedge i_rst_n)
  if(!i_rst_n)
    cnt <= 20'h0;
  else if(key_changed1)
    cnt <= 20'h0;
  else
    cnt <= cnt + 1'b1;
reg key_samp2, key_samp2_locked;
always @ (posedge i_clk, negedge i_rst_n)
  if(!i_rst_n)
    key_samp2 <= 1'h1;
  else if(cnt == 20'hF_FFFF)             
    key_samp2 <= i_key;
always @ (posedge i_clk, negedge i_rst_n)
  if(!i_rst_n)
    key_samp2_locked <= 1'h1;
  else
    key_samp2_locked <= key_samp2;
wire key_changed2;
assign key_changed2 = key_samp2_locked & (~key_samp2); 
always @ (posedge i_clk, negedge i_rst_n)
  if(!i_rst_n)
    o_key_val <= 1'h1;
  else
    o_key_val <= ~key_changed2;
endmodule 
==> design/flow/run.sh <==
#!/bin/bash
# OpenROAD 26Q1-2900-gdf79404cd8, Yosys 0.63+post, stock flow scripts
make -C /OpenROAD-flow-scripts/flow DESIGN_CONFIG=/design/flow/config.mk WORK_HOME=/design/flow/orfs finish
==> design/flow/config.mk <==
export PLATFORM = sky130hd
export DESIGN_NAME = debounce
export DESIGN_NICKNAME = debounce
export VERILOG_FILES = /design/flow/design.v
export SDC_FILE = /design/flow/constraint.sdc
export NUM_CORES = 4
export LEC_CHECK = 1
export CORE_AREA = 10 10 86 86
export DIE_AREA = 0 0 96 96
==> design/flow/constraint.sdc <==
current_design debounce

set clk_period 3.0
set clk_io_pct 0.2

create_clock -name clk0 -period $clk_period [get_ports {i_clk}]

set non_clock_inputs [all_inputs -no_clocks]
set_input_delay [expr $clk_period * $clk_io_pct] -clock clk0 $non_clock_inputs
set_output_delay [expr $clk_period * $clk_io_pct] -clock clk0 [all_outputs]
==> impl_metrics.yaml <==
# yosys + openroad results
cells_and_area:
  drive_gt1_frac: 0.124
  lay_top_count: "dfrtp_1"
  final_cell_mix: "20 x dfrtp_1, 12 x nor2_1, 7 x nand3_1, 7 x a21oi_1, 7 x xnor2_1"
  nFillCells: 610
  final_cells: 185
  fin_area_sq_um: 1300
  synthToLayoutAreaGrowth_pct: 14.8
placement:
  place_inst: 181
  finalWeightedCongestion: 0.782
  hpwl_microns: 1280
  pre_cts_slack_ns: 0.930
  place_area_sq_um: 1250
  portBuffers: 3
run:
  cap_violations: 0
  warning_count: 25
power:
  p_leak_nw: 0.508
  power_density_nw_per_um2: 492
  ir_worst_vdd_v: 0.000346
grt:
  grt.total_usage: 0.0449
  grt_remaining_overflow: 0
  grt_pass1_vias: 741
  antenna_found_initial: 0
  grt_max_degree: 26
  grt_pass1_wl_microns: 3450
floorplanning:
  chipArea_sq_um: 9220
  die_h_microns: 96
  io-pin-count: 4
  floorplan.core_util: 0.204
  core-area_sq_um: 5540
  rows: 27
  dieWidth_microns: 96
critical_path:
  cpMostUsedCell: "or4_1"
  cp-start-kind: "register"
  end_kind: "register"
  required_ns: 3.19
  worstPathCellList: "nand4_4, or4_1, or4_1, a21oi_1"
  critPathMaxFanout: 9
  crit_type: "reg2reg"
  crit_slowest_cell: "or4_1"
  arrival_ns: 2.27
  max_stage_delay_ns: 0.69
clock_tree:
  cts_sinks: 25
  post_cts_resized: 0
  cts_buffers: 3
  path_clk_slew_ns: 0.08
  cts_hold_buf: 0
  clockRootBuffer: "clkbuf_8"
  htree_num_levels: 1
  clkLatencyLatePin_ns: 0.26
  cts_setup_buffers: 0
  cts_tree: "yes"
  clock_path_buffers: 2
logic_synthesis:
  yosys_area_sq_um: 1130
  synth_flops: 25
  ys_warn_count: 1
  avgSynthCellArea_sq_um: 10.6
  syn_area_sq_um: 1130
  ys_cells: 107
  yosysUniqueCellTypes: 28
  yosys.stat.seqShare: 0.559
  syn_inst: 107
drt:
  drc_errors: 0
  dr.pass1.iters: 4
  routed_wl_microns: 1830
  diodes: 0
  drt-initial-drc-count: 52
  via_count: 772
  ant_nets: 0
  routed_via_density: 4.17
  wl_per_cell_microns: 9.89
sta:
  worst_slew_pin_slew_ns: 0.686
  rsz0062_at_grt: "no"
  hold_viol_final: 0
  drv_slew: 0
  setup_violations: 0
  setup_tns_ns: 0
  setup_slack_ns: 0.920
  finalCritPeriodShare: 0.693
  fmax_mhz: 481
  fin_crit_ns: 2.08
  max-slew-margin-rel: 0.538
  fin_skew_ns: 0.00140
run_status:
  status: "finished, final reports clean"
min_path:
  hp-class: "reg2reg"
-- metal layers --
| metal | wire, microns | up-vias | part of all wire | global-route usage |
|---|---|---|---|---|
| li1 | - | 388 | - | - |
| met1 | 881 | 371 | 0.48 | 0.0665 |
| met2 | 850 | 11 | 0.46 | 0.0661 |
| met3 | 88 | 2 | 0.048 | 0.0134 |
| met4 | 9 | 0 | 0.0049 | 0.00369 |
| met5 | 0 | - | 0 | 0 |
-- stage by stage --
step	total power [W]	hold WS [ns]	util
final	0.000639	0.370	0.234
after global routing	0.000674	0.377	0.234
after floorplan	0.000430	0.304	-
after detailed placement	0.000454	0.360	0.226
after CTS	0.000648	0.372	0.234
after global placement	0.000454	0.355	0.226
-- cells in the mapped netlist --
library cell	instances	area, sq um
dfrtp_1	20	500
nor2_1	12	45.0
a21oi_1	7	35.0
nand3_1	7	35.0
xnor2_1	7	61.3
dfstp_2	5	131
inv_1	5	18.8
nand4_1	5	31.3
o21ai_0	4	20.0
or3_1	4	25.0
xor2_1	4	35.0
nand2_1	3	11.3
nor4_1	3	18.8
or4_1	3	22.5
and3_1	2	12.5
clkbuf_1	2	7.51
nor2b_1	2	12.5
o31ai_1	2	15.0
a31o_2	1	8.76
and2_1	1	6.26
and4_1	1	8.76
buf_2	1	5.00
ha_1	1	12.5
mux2_2	1	11.3
nand2b_1	1	6.26
nand4_4	1	21.3
nor3_1	1	5.00
or2_2	1	6.26
-- flip-flops by register name (all words and copies together), names as in the netlist --
signal / count
key_samp1: 1
key_samp2_locked: 1
key_samp1_locked: 1
cnt: 20
key_samp2: 1
o_key_val: 1
-- path summary, 6_finish.rpt --
kind | startpoint | slack, ns | cells past startpoint | to
worst max-delay path | cnt[3] | 0.92 | 4 | cnt[19]
worst min-delay path | key_samp1 | 0.37 | 0 | key_samp1_locked
worst max register to register | cnt[3] | 0.92 | 4 | cnt[19]
worst min register to register | key_samp1 | 0.37 | 0 | key_samp1_locked
max in group asynchronous | i_rst_n | 2.01 | 2 | o_key_val
min in group asynchronous | i_rst_n | 0.70 | 2 | cnt[4]
-- critical path, delay by kind of cell (launching register included) --
kind / cells / cell delay, ns
AND-OR/OR-AND: 1 / 0.15
flip-flops: 1 / 0.48
AND/OR/NAND/NOR: 3 / 1.39
-- final cells by class --
cell class                 instances  area (sq um)  area share
clock buffer                       4          45.0      0.0347
multi-input combinational         74           467       0.360
timing repair buffer               5          45.0      0.0347
tap                               72          90.1      0.0694
inverter                           5          18.8      0.0145
sequential                        25           632       0.487
-- kinds of logic after synthesis --
| logic type | share of synthesized area |
|---|---|
| AND/OR/NAND/NOR | 0.237 |
| flip-flops | 0.559 |
| AND-OR/OR-AND | 0.0698 |
| XOR/XNOR | 0.0853 |
| buffers and inverters | 0.0277 |
| multiplexers | 0.00997 |
| adder cells (fa/ha/maj) | 0.0111 |
-- power by group --
group          total (W)  internal [W]  leakage [nW]  switching (W)
combinational  0.0000571     0.0000282         0.158      0.0000289
clock           0.000192     0.0000948        0.0228      0.0000977
sequential      0.000389      0.000363         0.327      0.0000268
Power is estimated from default activity; no workload was simulated.
