<file path="./constraint.sdc">
current_design framing_decoding

set clk_period 4.3
set clk_io_pct 0.2

create_clock -name clk0 -period $clk_period [get_ports {clk}]

set non_clock_inputs [all_inputs -no_clocks]
set_input_delay [expr $clk_period * $clk_io_pct] -clock clk0 $non_clock_inputs
set_output_delay [expr $clk_period * $clk_io_pct] -clock clk0 [all_outputs]
</file>
<file path="./config.mk">
export PLATFORM = sky130hd
export DESIGN_NAME = framing_decoding
export DESIGN_NICKNAME = framing_decoding
export VERILOG_FILES = /design/flow/design.v
export SDC_FILE = /design/flow/constraint.sdc
export NUM_CORES = 4
export LEC_CHECK = 1
export CORE_UTILIZATION = 40
</file>
<file path="./run.sh">
#!/bin/bash
# OpenROAD 26Q1-2900-gdf79404cd8, Yosys 0.63+post, stock flow scripts
make -C /OpenROAD-flow-scripts/flow DESIGN_CONFIG=/design/flow/config.mk WORK_HOME=/design/flow/orfs finish
</file>
<file path="./design.v">
module DEMODULATION(
  input      wire      clk,
  input      wire      rst,
  input      wire      data_in,
  input      wire      fsc_end,
  output     reg       data_out,
  output     reg       data_out_valid
  );
    reg            state, state_nxt;
    reg [79:0]     buffer, buffer_nxt;
    wire           match;
    parameter SHR = 80'hF3_98_AA_AA_AA_AA_AA_AA_AA_AA;
    assign match = (buffer == SHR);
    always @(posedge clk or negedge rst) begin
        if (~rst) begin
            buffer  <= {80{1'b1}};
        end else begin
            buffer  <= buffer_nxt;
        end
    end
    always @(negedge clk or negedge rst) begin
        if (~rst) begin
            state  <= 0;
        end else begin
            state  <= state_nxt;
        end
    end
    always @(*) begin : proc_buffer_control
        if (state == 2'b 00 || fsc_end) begin
            buffer_nxt <= {data_in, buffer[79 : 1]};
        end else begin
            buffer_nxt <= {80{1'b1}};
        end
    end
    always @(*) begin : proc_state_control
        case (state)
            0 : state_nxt <= (match)? 1'b 1 : state;
            1 : state_nxt <= (fsc_end)? 1'b 0 : state;
        endcase
    end
    always @(*) begin : proc_out_control
        data_out <= (state)? data_in : 1'b 0;
        data_out_valid <= state;
    end
endmodule
module DEWHITENING (
    input  wire           clk           ,  
    input  wire           rst_n         ,  
    input  wire           data_in       ,
    input  wire           data_in_valid ,
    output reg  [7 : 0]   data_out      ,
    output reg  [1 : 0]   data_out_valid,
    output reg            fsc_end
);
    reg [2 : 0] in_bit_cnt, in_bit_cnt_nxt;
    reg [8 : 0] pin_ff     ;
    reg [7 : 0] pin_reg, pin_reg_nxt;
    reg [7 : 0] in_buff    ;
    reg [7 : 0] cnt, cnt_nxt;
    reg [1 : 0] phr_cnt, phr_cnt_nxt;
    reg [1 : 0] state, state_nxt;
    wire [8 : 0] pin_ff_nxt;
    wire [7 : 0] whitening_out;
    assign pin_ff_nxt = {(pin_ff[0] ^ pin_ff[5]), pin_ff[8 : 1]};
    assign whitening_out = pin_reg ^ in_buff;
    always @(posedge clk or negedge rst_n) begin : proc_update_states
        if(~rst_n) begin
            in_bit_cnt  <= {3{1'b 0}};
            pin_reg     <= {8{1'b 0}};
            cnt         <= {8{1'b 0}};
            phr_cnt     <= 2'b 00;
            state       <= 2'b 00;
        end else begin
            in_bit_cnt  <= in_bit_cnt_nxt;
            pin_reg     <= pin_reg_nxt;
            cnt         <= cnt_nxt;
            phr_cnt     <= phr_cnt_nxt;
            state       <= state_nxt;
        end
    end
    always @(posedge clk or negedge rst_n) begin : proc_update_pin
        if (~rst_n)
            pin_ff <= {9{1'b 1}};
        else if (~data_in_valid || fsc_end)
            pin_ff <= {9{1'b 1}};
        else
            pin_ff <= pin_ff_nxt;
    end
    always @(*) begin : proc_input_state_control
        if (data_in_valid == 1'b 1) begin
            in_bit_cnt_nxt  <= in_bit_cnt + 3'h 1;
        end else begin
            in_bit_cnt_nxt  <= {3{1'b 0}};
        end
    end
    always @(*) begin : proc_pincode_control
        if (data_in_valid && in_bit_cnt == {3{1'b 0}})
            pin_reg_nxt <= pin_ff[7 : 0];
        else
            pin_reg_nxt <= pin_reg;
    end
    always @(posedge clk or negedge rst_n) begin : proc_input_update
        if(~rst_n) begin
            in_buff <= {8{1'b 0}};
        end else if (data_in_valid && ~fsc_end) begin
            in_buff <= {data_in, in_buff[7 : 1]};
        end else
            in_buff <= in_buff;
    end
    always @(*) begin : proc_state
        if (in_bit_cnt == 3'h 0)
            case (state)
                2'b 00 : state_nxt <= (data_in_valid && ~fsc_end) ? 2'b 01 : state;
                2'b 01 : state_nxt <= phr_cnt == 2'h 1 ? 2'b 10 : state;
                2'b 10 : state_nxt <= cnt == 8'h 01 ? 2'b 11 : state;
                2'b 11 : state_nxt <= cnt == 8'h 01 ? 2'b 00 : state;
            endcase
        else 
            state_nxt <= state;
    end
    always @(*) begin : proc_cnt
        if (in_bit_cnt == 3'h 0 && data_in_valid && state != 2'h 0) begin
            if (state == 2'h 1) begin
                cnt_nxt <= (cnt == 8'h 00) ? whitening_out : cnt - 8'h 01;
                phr_cnt_nxt <= (phr_cnt == 2'h 0) ? 2'h 3 : phr_cnt - 2'h 1;
            end else begin
                cnt_nxt <= (cnt == 8'h 01 && state != 2'h 3) ? 8'h 2 : cnt - 8'h 01;
                phr_cnt_nxt <= 2'h 0;
            end
        end else begin
            cnt_nxt <= cnt;
            phr_cnt_nxt <= phr_cnt;
        end
    end
    always @(negedge clk or negedge rst_n) begin : proc_output
        if (~rst_n) begin
            data_out       <= 8'h 00;
            data_out_valid <= 2'h 0;
            fsc_end        <= 1'b 0;
        end else if (in_bit_cnt == 3'h 0 && data_in_valid && ~fsc_end) begin
            data_out       <= whitening_out;
            data_out_valid <= state;
            fsc_end <=  (state == 2'h 3 && cnt == 8'h 01) ? 1'b 1 : 1'b 0;
        end else begin
            data_out       <= 8'h 00;
            data_out_valid <= 2'h 0;
            fsc_end        <= 1'b 0;
        end
   end
endmodule
module framing_decoding (
	input  wire       clk                       ,  
	input  wire       reset_n                   ,  
	input  wire       data_in,
	output wire [7:0] data_out,
	output wire [1:0]      data_out_valid
);
    wire fsc_end;
    wire dem_out, dem_out_valid;
    DEMODULATION u0Demodulation(
        .clk    (clk),
        .rst    (reset_n),
        .data_in    (data_in),
        .fsc_end    (fsc_end),
        .data_out   (dem_out),
        .data_out_valid    (dem_out_valid)
    );
    DEWHITENING u0Dewhitening(
        .clk        (clk),
        .rst_n      (reset_n),
        .data_in    (dem_out),
        .data_in_valid (dem_out_valid),
        .data_out   (data_out),
        .data_out_valid (data_out_valid),
        .fsc_end    (fsc_end)
    );
endmodule
</file>
==> results_dict.tcl <==
# yosys + openroad results
set metrics [dict create \
    fin_cells 619 \
    post-layout-total-power_mw 2.652 \
    synth.yosys.seq_area_share 0.6513 \
    crit_buf_inv 1 \
    final-setup-viol-count 0 \
    grt_pass1_wl_um 15020 \
    yosysWarnings 2 \
    post_synth_most_frequent_cells "sky130_fd_sc_hd__nand2b_1, sky130_fd_sc_hd__dfstp_2, sky130_fd_sc_hd__dfrtp_1, sky130_fd_sc_hd__nand2_1, sky130_fd_sc_hd__nor2_1" \
    average_cell_area_after_synthesis_um2 12.69 \
    worst_ep_required_time_ps 3440 \
    crit-reg2reg-launch "u0Demodulation.buffer[41]" \
    synth.cell_area_um2 5243 \
    clk_pin_slew_ps 60 \
    preCtsSetupSlack_ps 416.5 \
    clock_insertion_delay_worst_skew_ps 410 \
    drtIter0Drc 154 \
    worst_clock_skew_ps 24.02 \
    postRouteAntennaNets 0 \
    largestRegisters "u0Demodulation.buffer: 80 flops, u0Dewhitening.pin_ff: 9 flops" \
    cts_setup_buffers 0 \
    largest_register_ffs 80 \
    largest_net_degree_at_the_start_of_global_routing 62 \
    minimum_setup_slack_among_reg_to_reg_paths_ps 370 \
    filler_cell_count 1157 \
    htree_num_levels 4 \
    edf_count 0 \
    wire_per_inst_um 14.05 \
    timing.critical_path.max_delay_family "buffers and inverters" \
    vias_in_the_first_global_route 2970 \
    timing_hold_violations_final 0 \
    core_util_floorplan 0.4121 \
    clock_root_buffer "sky130_fd_sc_hd__clkbuf_16" \
    dpl.hpwl_um 5362 \
    standard_cell_row_count 41 \
    yosys_area_um2 5243 \
    postSynthCellCount 413 \
    max_flop_register "u0Demodulation.buffer" \
    final.setup.tns_ps 0 \
    dieArea_um2 13570 \
    cts_hold_buffers_added 0 \
    cp_slowest_cell "sky130_fd_sc_hd__clkdlybuf4s50_1" \
    drive_gt1_frac 0.3110 \
    placeableCoreArea_um2 12720 \
    synth_cell_type_count 49 \
    floorplan.die.width_um 116.5 \
    cp_data_arrival_time_ps 3370 \
    cts-root-to-sink-buffers 2 \
    first_drt_pass_iteration_count 4 \
    boundaryPins 13 \
    power.static_leakage_nw 2.702 \
    pwr_density_cell_nw_per_um2 434.2 \
    ir_worst_vdd_mv 0.3298 \
    route.detailed.vias_per_inst 4.859 \
    antennaDiodeCount 0 \
    drv_slew 0 \
    critPathMaxStageDelay_ps 450 \
    postLayoutSetupSlackWorst_ps 70.65 \
    post_cts_resize_count 0 \
    post-synth-top-count-cell "sky130_fd_sc_hd__nand2b_1" \
    postSynth.topFlopCell "sky130_fd_sc_hd__dfstp_2" \
    via_count 3008 \
    worst_slew_pin_slew_ps 725.3 \
    place_area_um2 5562 \
    core_utilization_of_the_finished_layout 0.4801 \
    synth-seq-cells 132 \
    final_design_area_no_fill_um2 6108 \
    synth-cells-yosys 413 \
    timing_worst_setup_path_type "reg -> out" \
    slew-limit-headroom 0.5165 \
    timing.critical_path.cells "clkdlybuf4s50_1" \
    drcViolationCount 0 \
    portBuffers 12 \
    chipHeight_um 116.5 \
    grt_usage 0.1488 \
    number_of_antenna_violations_at_the_first_check_in_global_routing 0 \
    max-cap-violations 0 \
    hold_path.class "in -> async" \
    crit_path_end_kind "primary output" \
    drt-total-wl_um 8696 \
    share_of_flip_flops_with_an_asynchronous_set_or_reset_after_synthesis 1.000 \
    synth.area.top_cells "sky130_fd_sc_hd__dfstp_2, sky130_fd_sc_hd__dfrtp_1, sky130_fd_sc_hd__nand2b_1, sky130_fd_sc_hd__dfrtn_1, sky130_fd_sc_hd__ha_1" \
    clock-sinks 132 \
    cts_made_buffers 17 \
    log.warning_count 32 \
    worst_setup_path_start_kind "register" \
    r2r-end "u0Demodulation.state" \
    critical_path.max_fanout 1 \
    numPlacedInstances 587 \
    rr_worst_depth 4 \
    gp_congestion 0.7809 \
    area_delta_synth_final_pct 16.52 \
    cts_tree "yes" \
    run_status "finished clean" \
    gr-total-overflow 0 \
    yosys.area.top_type "sky130_fd_sc_hd__dfstp_2" \
    yosys.area.top_type_share 0.4461 \
    hold_slack_ps 372.9 \
    unrepaired_setup_endpoints_after_global_routing "no" \
]
## layout by cell type, fill, tap and decap left out, types with 3 or more instances in the layout
cell type and instances:
sky130_fd_sc_hd__inv_1 12, sky130_fd_sc_hd__a21oi_1 5, sky130_fd_sc_hd__buf_4 7, sky130_fd_sc_hd__dfrtn_1 12, sky130_fd_sc_hd__nand3_1 6, sky130_fd_sc_hd__or4bb_1 3
sky130_fd_sc_hd__nor4_1 5, sky130_fd_sc_hd__clkbuf_8 6, sky130_fd_sc_hd__nor2_1 16, sky130_fd_sc_hd__nor3_1 4, sky130_fd_sc_hd__nand4b_1 5, sky130_fd_sc_hd__clkdlybuf4s50_1 11
sky130_fd_sc_hd__dfstp_2 89, sky130_fd_sc_hd__nor2b_1 4, sky130_fd_sc_hd__o21ai_0 6, sky130_fd_sc_hd__xnor2_1 9, sky130_fd_sc_hd__nand4_1 5, sky130_fd_sc_hd__clkbuf_1 6
sky130_fd_sc_hd__nor4bb_1 4, sky130_fd_sc_hd__nand2b_1 90, sky130_fd_sc_hd__ha_1 11, sky130_fd_sc_hd__nand2_1 31, sky130_fd_sc_hd__clkbuf_16 17, sky130_fd_sc_hd__dfrtp_1 31
sky130_fd_sc_hd__mux2_2 9
## metal layers
metal,track usage,part of all wire,vias up
met5,0,0,-
li1,-,-,1438
met1,0.2631,0.52,1515
met4,0.02650,0.018,0
met2,0.1968,0.42,44
met3,0.03858,0.038,11
## report_power, final
| group | internal [mW] | switching [mW] | leakage, nW |
|---|---|---|---|
| sequential | 1.29 | 0.0106 | 1.53 |
| clock | 0.828 | 0.479 | 0.272 |
| combinational | 0.0167 | 0.0308 | 0.904 |
## how the worst max path moves through the flow
stage                                           start           endpoint  slack (ps)  depth (start not counted)
final                       u0Dewhitening.data_out[0]        data_out[0]          70                          1
after global routing  u0Dewhitening.data_out_valid[0]  data_out_valid[0]          10                          1
after CTS                   u0Dewhitening.data_out[0]        data_out[0]          50                          1
## kinds of logic (layout without fill, tap and decap cells)
logic type / after synthesis / after routing / synth area share
mux: 9 / 9 / 0.01933
xor+xnor: 10 / 10 / 0.01671
fa+ha+maj: 11 / 11 / 0.02625
buf+inv: 28 / 62 / 0.02028
flops: 132 / 132 / 0.6513
compound gates: 29 / 29 / 0.04129
simple gates: 194 / 194 / 0.2248
## final cells by class
| type | count | area [um2] | share of cell area |
|---|---|---|---|
| clock inverters | 3 | 16.27 | 0.002663 |
| multi-input cells | 253 | 1724 | 0.2823 |
| clock buffers | 29 | 530.5 | 0.08685 |
| well taps | 172 | 215.2 | 0.03523 |
| flip-flops and latches | 132 | 3415 | 0.5590 |
| repair buffers | 18 | 162.7 | 0.02663 |
| inverters | 12 | 45.04 | 0.007374 |
Power and IR drop assume default switching activity.
